===== design/flow/constraint.sdc =====
current_design ram_mem

set clk_period 17.5
set clk_io_pct 0.2

create_clock -name clk0 -period $clk_period [get_ports {CLK}]

set non_clock_inputs [all_inputs -no_clocks]
set_input_delay [expr $clk_period * $clk_io_pct] -clock clk0 $non_clock_inputs
set_output_delay [expr $clk_period * $clk_io_pct] -clock clk0 [all_outputs]

===== design/flow/design.v =====
`timescale 1ns/1ns
module ram_mem(
    input CLK,
    input CE,
    input [ADDR_WIDTH-1:0] ADDR,
	input [WIDTH-1:0] DATA_IN,
	output reg [WIDTH-1:0] DATA_OUT
);
parameter ADDR_WIDTH = 8;
parameter WIDTH = 8;
reg [WIDTH-1:0] MEM [0:(2**ADDR_WIDTH)-1];
always @(posedge CLK) begin
    if(CE) MEM[ADDR] <= DATA_IN;
end
always @(CLK, CE, ADDR, DATA_IN, DATA_OUT)
    DATA_OUT <= MEM[ADDR];
endmodule  

===== design/flow/run.sh =====
#!/bin/bash
# OpenROAD 26Q1-2900-gdf79404cd8, Yosys 0.63+post, stock flow scripts
make -C /OpenROAD-flow-scripts/flow DESIGN_CONFIG=/design/flow/config.mk WORK_HOME=/design/flow/orfs finish

===== design/flow/config.mk =====
export PLATFORM = sky130hd
export DESIGN_NAME = ram_mem
export DESIGN_NICKNAME = ram_mem
export VERILOG_FILES = /design/flow/design.v
export SDC_FILE = /design/flow/constraint.sdc
export NUM_CORES = 4
export LEC_CHECK = 1
export CORE_UTILIZATION = 30

==> results_dict.tcl <==
# place-and-route summary
set metrics [dict create \
    outcome "finished, final reports clean" \
    cts_resized 0 \
    cts_tree "done" \
    internal_power_uw 7850 \
    switching_share_pct 21.0 \
    finalCriticalPeriod_ps 12370 \
    ys_cells 3539 \
    postRouteWirelength_um 187000 \
    hp-class "in -> reg" \
    grt_pass1_wl_um 276000 \
    core_um2 260000 \
    hp-start "DATA_IN[6]" \
    largest_reg_flops 2048 \
    dpl.cell_count 6932 \
    vias_per_cell 5.05 \
    port_buffers 25 \
    dieWidth_um 513 \
    cp_cell_sequence "buf_8 > buf_4 > buf_12 > buf_4 > mux4_2 > a22oi_1 > a21oi_1 > o41ai_1 > buf_4 > nand4_1 > clkdlybuf4s50_1" \
    critPathKind "in -> out" \
    crit_start "ADDR[0]" \
    synth.top_cell.area_share_pct 78.5 \
    vias 36900 \
    fin_cells 7299 \
    achievable-frequency_mhz 80.9 \
    crit_path_end_kind "output pin" \
    hold_violations 0 \
    drc 0 \
    cts_setup_buffers 0 \
    grt_use_total_pct 15.3 \
    cts.path.max_buffers 3 \
    largest_area_cell "edfxtp_1" \
    fp_util_pct 30.2 \
    max-vdd-ir-drop_uv 87.6 \
    rsz0062_at_grt "no" \
    avgSynthCellArea_um2 22.1 \
    critPathMaxStageDelay_ps 830 \
    syn_inst 3539 \
    top_regs "MEM (2048)" \
    crit_top_cell "buf_4" \
    p_seq_share_pct 54.4 \
    final_area_um2 89600 \
    critPathLaunchType "input pin" \
    numCtsBuffers 200 \
    ant_nets 0 \
    ioPinCount 26 \
    cts_root_buffer "clkbuf_16" \
    setup_viol 0 \
    fp-row-count 187 \
    switchingPower_uw 2080 \
    fillCellCount 23600 \
    p_leak_uw 0.0267 \
    routedWlPerCell_um 25.6 \
    yosysChipArea_um2 78300 \
    edf_count 2048 \
    warnings 32 \
    grt_max_degree 110 \
    first_pass_iters 5 \
    ys_seq_share_pct 78.5 \
    drive_gt1_share_pct 25.5 \
    arrival_ps 8870 \
    grt.overflow.total 0 \
    clock-sinks 2048 \
    placed_area_um2 83400 \
    drv_cap 0 \
    antenna_found_initial 5 \
    syn_area_um2 78300 \
    comb_power_share_pct 4.5 \
    drv_slew 0 \
    period_used_pct 70.7 \
    worstMarginPinSlew_ps 1100 \
    synthArstFlopShare_pct 0 \
    critical_path_peak_fanout 77 \
    synthFlopType "edfxtp_1" \
    htree_levels 4 \
    area_growth_pct 14.4 \
    cp.required_ps 14000 \
    drt_iter0_drc 2449 \
    yosys_warnings 1 \
    top_register "MEM" \
    gp_congestion 0.841 \
    fp.dieH_um 513 \
    ys_ff 2048 \
    pwr-share-clk_pct 41.0 \
    clk_pin_slew_ps 60 \
    p_per_area_nw_per_um2 111 \
    netlist_top_cells_count "2048 x edfxtp_1, 512 x mux4_2, 256 x a22oi_1" \
    topCellsByArea "edfxtp_1 79%, mux4_2 15%, a22oi_1 2.5%" \
    post_cts_hold_buffer_count 0 \
    die_area_um2 263000 \
    cp_slowest_cell "o41ai_1" \
    grt_pass1_vias 41000 \
    tns_ps 0 \
    synth_cell_types 21 \
    dp_hpwl_um 110000 \
    maxSlewHeadroom_pct 25.4 \
    most_common_cell "edfxtp_1" \
]
-- final timing paths --
path | depth (start not counted) | endpoint
min | 1 | MEM[75][6]$_DFFE_PP_
max | 11 | DATA_OUT[0]
-- layout make-up --
cell class / count / area, µm² / area share [%]
inverter: 1 / 3.75 / 0.00419
clock inverter: 107 / 927 / 1.03
sequential: 2048 / 61500 / 68.7
tap: 3402 / 4260 / 4.75
antenna: 7 / 17.5 / 0.0196
multi-input combinational: 1258 / 15800 / 17.6
timing repair buffer: 223 / 1850 / 2.06
clock buffer: 253 / 5230 / 5.83
-- cell families (layout without fill, tap and decap cells) --
kind of cell           count (synthesis)  after routing  synth area share (%)
DFF                                 2048           2048                  78.5
muxes                                512            512                  14.7
other                                  0              7                     0
buffers and inverters                233            584                  1.40
and+or+nand+nor                      330            330                  1.74
AOI/OAI and AO/OA                    416            416                  3.63
-- placed cells by master, fill, tap and decap left out, types with 4 or more instances in the layout --
cell	count
o41ai_2	5
inv_6	5
inv_16	4
buf_12	5
nand4_1	8
clkinv_2	26
a21oi_1	128
nand2_1	28
clkbuf_16	201
a22oi_1	256
nor2b_1	5
diode_2	7
buf_4	193
nand2b_1	4
edfxtp_1	2048
o41ai_1	27
nand3_1	13
bufinv_16	12
clkinvlp_4	5
nor3_1	30
mux4_2	512
clkbuf_1	52
clkdlybuf4s50_1	15
nor2_1	231
clkinv_1	50
buf_8	10
-- per-stage QoR --
step / hold slack [ps] / util [%] / setup slack, ps / total power [µW]
4_1_cts: 3070 / 34.5 / 4900 / 10000
5_1_grt: 3110 / 34.5 / 4790 / 10200
3_3_place_gp: 3960 / 32.1 / 4720 / 5970
2_1_floorplan: 3600 / - / 8760 / 5750
3_5_place_dp: 3970 / 32.1 / 4890 / 5970
6_report: 3120 / 34.5 / 5130 / 9930
-- critical path, delay by kind of cell --
family / cells / cell delay, ps
AOI/OAI and AO/OA: 3 / 1280
and+or+nand+nor: 1 / 270
muxes: 1 / 570
buffers and inverters: 6 / 3040
-- power groups by stage --
stage	Sequential [µW]	Combinational, µW	Clock, µW
after CTS	5410	458	4150
after global routing	5410	484	4330
final	5410	448	4080
-- routing by layer --
metal	GRT usage [%]	up-vias	share of wire [%]
li1	-	15500	-
met1	17.8	19000	34
met2	23.2	2098	48
met3	11.3	296	16
met4	3.38	4	2.4
met5	0.438	-	0.055
Power and IR drop assume default switching activity.
