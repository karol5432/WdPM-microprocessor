==> flow/design.v <==
`timescale 1ns/1ns
module stack(
    input [DATA_WIDTH-1:0] DATA_IN,
    input CLK,
    input nRW,
    input CE,
    input nRST,
    output reg [DATA_WIDTH-1:0] DATA_OUT,
    output reg FULL,
    output reg EMPTY
);
parameter DATA_WIDTH = 8;
parameter DEPTH = 3;
reg [DATA_WIDTH-1:0] STACK [0:(2**DEPTH)-1];
reg [DEPTH-1:0] SP;
reg [DATA_WIDTH-1:0] INDEX, NEXT_INDEX;
reg [DATA_WIDTH-1:0] NEXT_DATA_OUT;
always @(posedge CLK, negedge nRST) begin
    if(!nRST) begin
        SP <= 3'b000;
        EMPTY <= 1'b1;
        FULL <= 1'b0;
    end else if(nRW == 1'b0 && CE == 1'b1) begin  
        if (EMPTY) begin
            SP <= SP;
            EMPTY <= EMPTY;
        end else if (SP == 3'b001) begin  
            SP <= SP - 1;
            EMPTY <= 1'b1;
        end else if (SP == 3'b111 && FULL == 1'b1) begin
            SP <= SP;
            EMPTY <= 1'b0;
            FULL <= 1'b0;
        end else begin
            SP <= SP - 1;
            EMPTY <= 1'b0;
            FULL <= 1'b0;
        end
    end else if(nRW == 1'b1 && CE == 1'b1) begin  
        if (FULL) begin
            SP <= SP;
            FULL <= FULL;
        end else if (SP == 3'b111 && FULL == 1'b0) begin
            SP <= SP;
            STACK[SP] <= DATA_IN;
            FULL <= 1'b1;
        end else begin
            SP <= SP + 1;
            STACK[SP] <= DATA_IN;
            FULL <= 1'b0;
            EMPTY <= 1'b0;
        end
    end
end
always @(nRST, SP, EMPTY, FULL) begin
    if (!nRST) DATA_OUT <= 8'b00000000;;
    if (SP == 3'b000 && EMPTY == 1'b0) DATA_OUT <= STACK[SP];
    else if (SP == 3'b111 && FULL == 1'b1) DATA_OUT <= STACK[SP];
    else DATA_OUT <= STACK[SP-1];
end
endmodule  
==> flow/run.sh <==
#!/bin/bash
# OpenROAD 26Q1-2900-gdf79404cd8, Yosys 0.63+post, stock flow scripts
make -C /OpenROAD-flow-scripts/flow DESIGN_CONFIG=/design/flow/config.mk WORK_HOME=/design/flow/orfs finish
==> flow/config.mk <==
export PLATFORM = sky130hd
export DESIGN_NAME = stack
export DESIGN_NICKNAME = stack
export VERILOG_FILES = /design/flow/design.v
export SDC_FILE = /design/flow/constraint.sdc
export NUM_CORES = 4
export LEC_CHECK = 1
export CORE_UTILIZATION = 30
==> flow/constraint.sdc <==
current_design stack

set clk_period 5.8
set clk_io_pct 0.2

create_clock -name clk0 -period $clk_period [get_ports {CLK}]

set non_clock_inputs [all_inputs -no_clocks]
set_input_delay [expr $clk_period * $clk_io_pct] -clock clk0 $non_clock_inputs
set_output_delay [expr $clk_period * $clk_io_pct] -clock clk0 [all_outputs]
==> flow_metrics.py <==
# Physical implementation metrics
metrics = {
    "logic_synthesis": {
        "ys_area_um2": 3341,
        "topCellsByArea": "edfxtp_1, a22oi_1, a222oi_1, dfrtp_1, nand2_1",
        "yosys_warnings": 2,
        "async_flop_share": 0.07246,
        "yosys-stat-cells": 257,
        "syn_area_per_cell_um2": 13.00,
        "syn_inst": 257,
        "synth_area_um2": 3341,
        "netlist.top_cell.by_area": "edfxtp_1",
        "yosysTopAreaCellShare": 0.5753,
        "synth_top_flop_cell": "edfxtp_1",
        "ys_ff": 69,
        "synth.distinct_cells": 43,
        "edf_count": 64,
        "ys_seq_share": 0.6131,
    },
    "cts": {
        "postCtsHoldBufs": 0,
        "worstSkewPairLatency_ns": 0.35,
        "clk_path_buf_depth": 2,
        "cts.reportedPaths.clkPinSlew_ns": 0.07,
        "cts_tree": "yes",
        "cts_buffers": 9,
        "htree_num_levels": 3,
        "clock_sinks": 69,
        "cts_root_buffer": "clkbuf_8",
        "postCtsSetupRepairBufs": 0,
        "post_cts_resize_count": 0,
    },
    "grt": {
        "antenna_found_initial": 0,
        "gr-usage-met2": 0.2395,
        "grt_use_met1": 0.2101,
        "grt_start_max_net_pins": 27,
        "top_usage_layer": "met2",
        "overflow": 0,
        "grt_pass1_wl_um": 12860,
        "grt_pass1_vias": 2379,
        "gr-usage-all-layers": 0.1582,
        "grtUsageMet3": 0.07469,
    },
    "floorplan": {
        "die_w_um": 107.5,
        "row_count": 38,
        "dieHeight_um": 107.5,
        "fp_util": 0.3082,
        "io_pins": 22,
        "coreArea_um2": 10840,
        "die_area_um2": 11560,
    },
    "critical_path": {
        "startpoint_type": "flip-flop",
        "critPathMaxFanout": 23,
        "path_class": "reg2out",
        "reg2reg_from": "SP[0]$_DFFE_PN0P_",
        "crit_path_end_kind": "output pin",
        "crit_arrival_ns": 3.46,
        "cp.required_ns": 4.64,
        "startpoint": "SP[2]$_DFFE_PN0P_",
    },
    "final_timing": {
        "setup_tns_ns": 0,
        "slew_headroom": 0.4464,
        "slew_violations": 0,
        "rsz0062_at_grt": "false",
        "fmax_mhz": 216.4,
        "finalClockPeriodUsage": 0.7967,
        "min_period_ns": 4.621,
        "skew_ns": 0.01032,
        "worst_pin_slew_ns": 0.8305,
        "setup_viol": 0,
        "hold_violations": 0,
    },
    "pwr": {
        "pwr-share-comb": 0.531,
        "swShare": 0.3726,
        "p_int_mw": 1.370,
        "p_per_area_nw_per_um2": 556.5,
        "peakVddDrop_uv": 196.6,
        "seq_power_share": 0.272,
        "p_clk_frac": 0.197,
        "leakagePower_nw": 1.356,
        "p_sw_uw": 813.7,
        "p_total_mw": 2.184,
    },
    "route": {
        "drtPass1Iterations": 8,
        "ant_nets": 0,
        "n_antenna_cell": 0,
        "drc_errors": 0,
        "dr.first_iter.drc_count": 265,
        "vias_per_cell": 5.614,
        "vias": 2386,
        "finalWirelength_um": 8199,
        "routedWlPerCell_um": 19.29,
    },
    "status": {
        "status": "finished, final reports clean",
    },
    "worst_hold_path": {
        "min_path_type": "reg2reg",
        "min-delay-start": "EMPTY$_DFFE_PN1P_",
    },
    "cells_and_area": {
        "lay_top_count": "edfxtp_1",
        "syn_to_final_growth_pct": 17.45,
        "fin_area_um2": 3924,
        "n_fill_cell": 1015,
        "layout-drive-gt1-share": 0.1158,
        "final_cell_mix": "edfxtp_1, nand2_1, clkdlybuf4s50_1, a22oi_1, a21oi_1",
    },
    "placed_design": {
        "placed_area_um2": 3702,
        "numPortBuffers": 21,
        "dp_hpwl_um": 5005,
        "gp_congestion": 0.8409,
    },
    "flow_run": {
        "log.warning_count": 30,
        "cap_violations": 0,
    },
}
==> per-stage QoR <==
stage	hold slack, ns	std cells	worst slack (ns)	utilization
after floorplan	0.4885	257	2.658	-
after global placement	0.5246	409	1.584	0.3415
after detailed placement	0.5218	409	1.582	0.3415
after CTS	0.5335	425	1.180	0.3620
after global routing	0.5913	425	0.9539	0.3620
final	0.5335	425	1.179	0.3620
==> registers in the layout, indices dropped and copies added, names as in the netlist <==
name	flops
FULL	1
STACK	64
EMPTY	1
SP	3
==> cells in the mapped netlist (2+ instances only) <==
cell / number
a211oi_1: 2
a21o_1: 2
a21oi_1: 14
a221oi_1: 10
a222oi_1: 13
a22o_1: 4
a22oi_1: 20
and2_1: 2
and3_1: 5
buf_1: 2
buf_2: 4
buf_6: 2
clkbuf_1: 9
dfrtp_1: 4
edfxtp_1: 64
ha_1: 7
inv_1: 3
mux2_2: 6
mux2i_1: 5
nand2_1: 25
nand2b_1: 4
nand3_1: 6
nand4_1: 2
nor2_1: 10
nor2b_1: 3
o211a_1: 4
o21a_1: 5
o21ai_0: 3
xnor2_1: 3
==> worst paths after layout <==
path | end | slack [ns] | cells past startpoint
worst max-delay path | DATA_OUT[1] | 1.18 | 9
worst min-delay path | EMPTY$_DFFE_PN1P_ | 0.53 | 2
worst max register to register | STACK[4][4]$_DFFE_PP_ | 3.41 | 5
worst min register to register | EMPTY$_DFFE_PN1P_ | 0.53 | 2
max in group asynchronous | EMPTY$_DFFE_PN1P_ | 4.46 | 1
min in group asynchronous | FULL$_DFFE_PN0P_ | 1.06 | 1
==> worst max-delay path, cell delays in order, from the launching register on <==
cell and delay (ns):
dfrtp_1 0.32, buf_4 0.29, clkinv_1 0.36, ha_1 0.50, nor4_1 0.32, nand2_1 0.34, mux2_2 0.38, o22ai_1 0.13
nor2_1 0.06, clkdlybuf4s50_1 0.41
==> layout make-up <==
class	count	area (um2)	area share
clock buffers	10	127.6	0.03253
clock inverters	6	93.84	0.02392
multi-input cells	167	1194	0.3042
inverters	4	15.01	0.003827
flip-flops and latches	69	2048	0.5220
well taps	140	175.2	0.04464
repair buffers	29	270.3	0.06888
==> power groups by stage <==
stage / Combinational [mW] / Sequential [mW] / Clock, mW
final: 1.16 / 0.594 / 0.429
after global routing: 1.28 / 0.598 / 0.461
after CTS: 1.16 / 0.594 / 0.438
==> per-layer routing <==
metal,vias to the layer above,part of all wire
met5,-,0
met4,0,0.030
met3,24,0.11
met2,145,0.46
met1,1131,0.40
li1,1086,-
==> kinds of logic (layout without fill, tap and decap cells) <==
kind of cell,count (synthesis),in the layout,share of synthesized area
simple gates,62,62,0.09064
mux,11,11,0.03521
compound gates,83,83,0.1948
fa+ha+maj,7,7,0.02622
buf+inv,21,49,0.02959
xor+xnor,4,4,0.01049
flops,69,69,0.6131
Power is estimated from default activity; no workload was simulated.
